`./constraint.sdc`:
```
current_design midiReceive

set clk_period 5.8
set clk_io_pct 0.2

create_clock -name clk0 -period $clk_period [get_ports {clck}]

set non_clock_inputs [all_inputs -no_clocks]
set_input_delay [expr $clk_period * $clk_io_pct] -clock clk0 $non_clock_inputs
set_output_delay [expr $clk_period * $clk_io_pct] -clock clk0 [all_outputs]
```
`./config.mk`:
```
export PLATFORM = sky130hd
export DESIGN_NAME = midiReceive
export DESIGN_NICKNAME = midiReceive
export VERILOG_FILES = /design/flow/design.v
export SDC_FILE = /design/flow/constraint.sdc
export NUM_CORES = 4
export LEC_CHECK = 1
export CORE_UTILIZATION = 30
```
`./design.v`:
```
module midiReceive(
clck,
LED_out,
rst_n,
midi_data,
bitcount,
state_next,
MIDIbit,
displaytoggle_nxt
);
input clck; 
input rst_n; 
input midi_data; 
output reg [7:0] LED_out;  
wire EdgeDetected;  
wire [8:0]counterVal;  
reg manual_reset; 
reg [9:0] frame; 
reg [1:0] state; 
output reg [5:0]bitcount; 
reg displaytoggle=1'b0; 
output reg MIDIbit;  
reg [7:0] LED_out_nxt; 
output reg [1:0] state_next; 
output reg displaytoggle_nxt=1'b0;
reg [5:0]bitcount_nxt=6'b000000;
reg [9:0]frame_next;
reg manual_reset_next=1'b0;
up_counter count(counterVal,clck,rst_n,manual_reset); 
edge_detect fallingedge(midi_data,clck,EdgeDetected,rst_n);
always@(posedge clck)begin 
if (!rst_n) begin  
state<=2'b00;
bitcount<=6'b0;
manual_reset<=1'b1;
frame<=10'b000000000;
displaytoggle=1'b0;
LED_out<=8'b00000000;
end
else begin  
state<=state_next;
bitcount<=bitcount_nxt;
manual_reset<=manual_reset_next;
frame[9:1]<=frame_next[8:0];
frame[0]<=MIDIbit;
displaytoggle<=displaytoggle_nxt;
LED_out<=displaytoggle_nxt? LED_out_nxt:8'b00000000; 
end  
end 
always@(*) begin 
case(state)
2'b00: begin  
	if (EdgeDetected)begin  
		state_next=2'b01; 
		manual_reset_next=1'b1; 
		bitcount_nxt=6'b000000; 
		MIDIbit=frame[0]; 
		end
	else begin
		state_next=2'b00; 
		manual_reset_next=1'b1;  
		bitcount_nxt=6'b000000; 
		MIDIbit=frame[0]; 
		end
		end
2'b01: begin  
	if (counterVal==64) begin  
		manual_reset_next=1'b1; 
		state_next=2'b10; 
		bitcount_nxt[5:0]=0; 
		MIDIbit=midi_data; 
	end
	else begin 
		manual_reset_next=1'b0;  
		state_next=2'b01; 
		bitcount_nxt[5:0]=0; 
		MIDIbit=frame[0]; 
	end
end		
2'b10: begin  
	if (bitcount==6'b11110)begin  
	state_next=2'b00;  
	manual_reset_next=1; 
	bitcount_nxt[5:0]=0; 
	MIDIbit=frame[0]; 
	end 
	else begin 
	manual_reset_next=1'b0; 
	state_next=2'b11; 
	bitcount_nxt=bitcount; 
	MIDIbit=frame[0]; 
	end
	end 		
2'b11: begin 
if (counterVal==128)begin 
	manual_reset_next=1'b1; 
	state_next=2'b10; 
	bitcount_nxt=bitcount+1'b1;  
	MIDIbit=midi_data; 
	end
	else begin 
	state_next=2'b11; 
	manual_reset_next=1'b0; 
	bitcount_nxt=bitcount; 
	MIDIbit=frame[0]; 
	end 
end 
default: begin 
state_next=2'b00;  
manual_reset_next=1'b1; 
MIDIbit=frame[0]; 
bitcount_nxt=6'b0;  
end
endcase
end
always @(*) begin 
if (counterVal==128)begin  
frame_next<=frame; 
end 
else begin 
frame_next[0]<=frame[1];
frame_next[1]<=frame[2];
frame_next[2]<=frame[3];
frame_next[3]<=frame[4];
frame_next[4]<=frame[5];
frame_next[5]<=frame[6];
frame_next[6]<=frame[7];
frame_next[7]<=frame[8];
frame_next[8]<=frame[9];
frame_next[9]<=frame[9];
end 
end
always @(*) begin 
if (frame[8:1]==8'h90)begin 
displaytoggle_nxt=1; 
end 
else if (frame[8:1]==8'h80) begin  
displaytoggle_nxt=0; 
end 
else begin
displaytoggle_nxt=displaytoggle; 
end
end
always @(*) begin 
if (bitcount==19)begin 
LED_out_nxt=frame[8:1]; 
end 
else begin
LED_out_nxt=LED_out;  
end
end
endmodule
module up_counter    (
  counter_out     ,   
  clck     ,   
  reset_bttn,  
  manual_reset  
  );
     output reg [8:0] counter_out;
      reg [8:0] counter_nxt = 8'b0;
      input reset_bttn,clck,manual_reset;
always @(*)begin 
	if (manual_reset)begin  
counter_nxt=0; 
end else begin 
counter_nxt=counter_out+1'b1; 
end 
end
 always @(posedge clck) begin 
 if (!reset_bttn) begin
     counter_out <= 8'b00000000 ; 
 end else begin
    counter_out <= counter_nxt;  
  end
  end
endmodule
module edge_detect	( 
	input data, 
	input clk, 
	output reg Edge_detected, 
	input rst_n 
	);
	reg r1=0; 
	reg r2=0;
	reg Edge=0;
	always @(*) begin 
	if (r1==0 && r2==1)begin 
     Edge = 1;  
     end
     else begin 
		 Edge = 0; 
		end
		end
	always @(posedge clk) begin
	if (!rst_n)begin  
	r1 <= 0;
	r2 <= 0;
	Edge_detected<=0;
	end
	else begin  
	  r1 <= data;
		r2 <= r1;
		Edge_detected<= Edge; 
	end
	end
endmodule
```
`./run.sh`:
```
#!/bin/bash
# OpenROAD 26Q1-2900-gdf79404cd8, Yosys 0.63+post, stock flow scripts
make -C /OpenROAD-flow-scripts/flow DESIGN_CONFIG=/design/flow/config.mk WORK_HOME=/design/flow/orfs finish
```
==> results.sh <==
# source this file to load flow results
export IMPL_status="completed"
export IMPL_comb_area_sq_um=903
export IMPL_postCtsSetupBuffers=0
export IMPL_antenna_found_initial=0
export IMPL_ios=21
export IMPL_relSlewSlack=0.499
export IMPL_ys_seq_frac=0.447
export IMPL_grt_max_degree=21
export IMPL_drtPass1Iterations=4
export IMPL_synth_logic_top_family="simple AND/OR/NAND/NOR gates"
export IMPL_ys_types=41
export IMPL_ys_sh_mux=0.115
export IMPL_worst_setup_path_type="reg -> out"
export IMPL_dieArea_sq_um=6140
export IMPL_die_h_microns=78.3
export IMPL_tightest_slew_ns=0.745
export IMPL_vdd_drop_max_uv=105
export IMPL_dieWidth_microns=78.3
export IMPL_power_uw=456
export IMPL_cts_root_buf="clkbuf_8"
export IMPL_setup_viol=0
export IMPL_layout_drive_gt1_share=0.0777
export IMPL_cts_buffers=5
export IMPL_power_per_cell_area_nw_per_um2=218
export IMPL_drc=0
export IMPL_num_rows=27
export IMPL_fillers=581
export IMPL_fin_crit_sh=0.620
export IMPL_ys_cells=185
export IMPL_yosys_area_sq_um=1750
export IMPL_aoi_share=0.0945
export IMPL_num_vias=1303
export IMPL_p_leak_nw=0.741
export IMPL_slew_violations=0
export IMPL_setup_tns_ns=0
export IMPL_cts_buffer_depth=2
export IMPL_regArea_sq_um=781
export IMPL_cts_tree="done"
export IMPL_openroad_warnings=27
export IMPL_startpoint="count.counter_out[0]"
export IMPL_cp_start_kind="flop"
export IMPL_clock_sinks=39
export IMPL_clock_latency_ns=0.29
export IMPL_grt_pass1_wl_microns=5240
export IMPL_min_from="fallingedge.r1"
export IMPL_area_growth_syn_to_layout_pct=19.5
export IMPL_synth_cells=185
export IMPL_ys_warn_count=3
export IMPL_crit_required_ns=4.64
export IMPL_simple_gate_area_frac=0.258
export IMPL_wl_met3_microns=105
export IMPL_fin_crit_ns=3.59
export IMPL_cts_htree_levels=2
export IMPL_crit_path_end_kind="primary output"
export IMPL_rsz0062_at_grt="false"
export IMPL_avgSynthCellArea_sq_um=9.45
export IMPL_syn_area_sq_um=1750
export IMPL_met2_length_microns=1290
export IMPL_flop_cell="dfxtp_1"
export IMPL_wl_met1_microns=1660
export IMPL_maxCapViolCount=0
export IMPL_grt_pass1_vias=1148
export IMPL_design_core_area_sq_um=5570
export IMPL_r2r_start="count.counter_out[0]"
export IMPL_drt_iter0_drc=62
export IMPL_cts_resized=0
export IMPL_fin_cells=278
export IMPL_dpl_hpwl_microns=2150
export IMPL_yosys_register_bits=39
export IMPL_skew_ns=0.00822
export IMPL_wl_per_cell_microns=11.2
export IMPL_groute_usage_overall=0.107
export IMPL_async_flop_share=0
export IMPL_dp_cells=270
export IMPL_cts_hold_buf=0
export IMPL_hold_class="reg -> reg"
export IMPL_highest_layer="met4"
export IMPL_drt_wl_total_microns=3110
export IMPL_hold_viol_final=0
export IMPL_fmax_mhz=278
export IMPL_gp_congestion=0.780
export IMPL_xor_area_frac=0.0200
export IMPL_path_max_fanout=7
export IMPL_edf_count=0
export IMPL_synth_top_cell_area_share=0.447
export IMPL_postRouteAntennaNets=0
export IMPL_grt_overflow=0
export IMPL_floorplan_core_util=0.314
export IMPL_vias_per_cell=4.69
export IMPL_io_buffers=20
export IMPL_yosys_area_share_adder=0.0286
export IMPL_yosysTopAreaCell="dfxtp_1"
export IMPL_arrival_ns=2.43
export IMPL_diodes=0
export IMPL_clk_pin_slew_ns=0.08
export IMPL_topCellsByArea="dfxtp_1, mux2i_1, nor2_1"
power by group:
group	switching (mW)	internal, mW
combinational	0.00308	0.00373
clock	0.0954	0.0841
sequential	0.000820	0.269
total	0.0993	0.356
critical path, stage by stage, from the launching register on:
cell	delay, ns
dfxtp_1	0.34
inv_1	0.06
ha_1	0.13
nor2b_1	0.36
nand4_1	0.34
and3_1	0.32
o21a_1	0.18
clkdlybuf4s50_1	0.41
metal layers:
| metal | up-vias | GRT usage |
|---|---|---|
| met5 | - | 0 |
| met4 | 0 | 0.0185 |
| met3 | 7 | 0.0189 |
| met2 | 21 | 0.158 |
| met1 | 590 | 0.168 |
| li1 | 685 | - |
cell families after synthesis:
| group | after synthesis |
|---|---|
| adder cells (fa/ha/maj) | 4 |
| AND/OR/NAND/NOR | 79 |
| buffers and inverters | 15 |
| multiplexers | 20 |
| flip-flops | 39 |
| XOR/XNOR | 4 |
| AND-OR/OR-AND | 24 |
worst paths after layout:
kind	end	slack, ns	depth (start not counted)
max	state_next[0]	2.21	7
min	fallingedge.Edge_detected	0.41	1
max reg2reg	state[0]	3.93	6
min reg2reg	fallingedge.Edge_detected	0.41	1
metrics by stage:
| stage | utilization | hold slack [ns] | cell area (sq um) | setup WS (ns) |
|---|---|---|---|---|
| 3_3_place_gp | 0.360 | 0.400 | 2000 | 2.41 |
| 4_1_cts | 0.375 | 0.413 | 2090 | 2.22 |
| 6_report | 0.375 | 0.413 | 2090 | 2.21 |
| 2_1_floorplan | - | 0.383 | 1750 | 3.16 |
| 5_1_grt | 0.375 | 0.438 | 2090 | 2.06 |
| 3_5_place_dp | 0.360 | 0.398 | 2000 | 2.40 |
placed cells by master, fill, tap and decap left out, types with 2 or more instances in the layout:
cell type and count:
ha_1 4, mux2i_1 19, clkdlybuf4s50_1 20, dfxtp_1 39, nand4_1 2, nand3_1 7
nor4_4 2, xor2_1 3, inv_1 8, o21ai_0 4, or2_2 3, nand2b_1 4
nand2_1 11, nor2_1 19, or3_1 7, and2_1 4, clkbuf_8 5, o2111ai_1 2
a31oi_1 5, a21oi_1 4, nor2b_1 11
Yosys cell counts, drive strengths merged, types with 2 or more instances:
library cell  count
dfxtp            39
a21oi             4
nand4             2
and2              4
or2               3
inv               8
o2111ai           2
or3               7
nand3             8
nor4              3
nor2b            11
mux2i            19
clkbuf            6
xor2              3
o21ai             5
and3              2
nor2             19
a31oi             5
nand2            11
ha                4
nand2b            4
sequential cells by signal, indices dropped and copies added (netlist names):
register	flops
LED_out	8
bitcount	6
displaytoggle	1
fallingedge.r1	1
count.counter_out	9
frame	9
fallingedge.r2	1
manual_reset	1
state	2
fallingedge.Edge_detected	1
cell type report:
type | instances | area share
clock inverter | 2 | 0.00599
clock buffer | 6 | 0.0347
sequential | 39 | 0.374
tap | 72 | 0.0431
multi-input combinational | 131 | 0.432
timing repair buffer | 20 | 0.0958
inverter | 8 | 0.0144
Power is estimated from default activity; no workload was simulated.
